`./run.sh`:
```
#!/bin/bash
# OpenROAD 26Q1-2900-gdf79404cd8, Yosys 0.63+post, stock flow scripts
make -C /OpenROAD-flow-scripts/flow DESIGN_CONFIG=/design/flow/config.mk WORK_HOME=/design/flow/orfs finish
```
`./config.mk`:
```
export PLATFORM = sky130hd
export DESIGN_NAME = LUT_PE
export DESIGN_NICKNAME = LUT_PE
export VERILOG_FILES = /design/flow/design.v
export SDC_FILE = /design/flow/constraint.sdc
export NUM_CORES = 4
export LEC_CHECK = 1
export CORE_UTILIZATION = 30
```
`./constraint.sdc`:
```
current_design LUT_PE

set clk_period 9.0
set clk_io_pct 0.2

create_clock -name clk0 -period $clk_period [get_ports {clk}]

set non_clock_inputs [all_inputs -no_clocks]
set_input_delay [expr $clk_period * $clk_io_pct] -clock clk0 $non_clock_inputs
set_output_delay [expr $clk_period * $clk_io_pct] -clock clk0 [all_outputs]
```
`./design.v`:
```
`timescale 1ns / 1ps
module LUT_PE(
input  wire         clk,
input  wire         en,
output wire         valid1,  
output wire         valid2,  
output wire         valid3,  
input  wire  [575:0] dina,  
input  wire  [575:0] dinb,  
output wire        [63:0]  dout1,  
output wire        [7:0]   dout2,  
output wire signed [21:0]  dout3  
    );
    wire signed [7:0] activation [0:71];
    wire signed [7:0] filter1 [0:71];
    reg  [575:0] dina_reg;
    reg  [575:0] dinb_reg;
    always @(posedge clk) begin
      dina_reg <= dina;
      dinb_reg <= dinb;
    end
    genvar i;
    generate     
        for (i = 0; i < 72; i = i + 1) begin : gen_activation_filter
            assign activation[i] = dina_reg[i*8 +: 8];
            assign filter1[i] = dinb_reg[i*8 +: 8];
        end
    endgenerate
    reg  signed [14:0] mul1 [0:71];  
    integer o;
    always @(posedge clk) begin
            for (o = 0; o < 72; o = o + 1) begin
                mul1[o] <= activation[o] * filter1[o];
            end
    end
    reg shift1, shift2, shift3, shift4, shift5;
    always @(posedge clk) begin
        shift1 <= en;
        shift2 <= shift1;
        shift3 <= shift2;
        shift4 <= shift3;
        shift5 <= shift4;
    end
    assign valid1 = shift3;
    assign valid3 = shift4;
    assign valid2 = shift5;
    wire signed [15:0] sum2 [0:31];
    wire signed [16:0] sum4 [0:15];
    wire signed [17:0] sum8 [0:7];
    reg  signed [18:0] sum9 [0:7];
    assign sum2[0] = mul1[0] + mul1[1];  
    assign sum2[1] = mul1[2] + mul1[3];  
    assign sum2[2] = mul1[4] + mul1[5];  
    assign sum2[3] = mul1[6] + mul1[7];  
    assign sum2[4] = mul1[9] + mul1[10];  
    assign sum2[5] = mul1[11] + mul1[12];  
    assign sum2[6] = mul1[13] + mul1[14];  
    assign sum2[7] = mul1[15] + mul1[16];  
    assign sum2[8] = mul1[18] + mul1[19];  
    assign sum2[9] = mul1[20] + mul1[21];  
    assign sum2[10] = mul1[22] + mul1[23];  
    assign sum2[11] = mul1[24] + mul1[25];  
    assign sum2[12] = mul1[27] + mul1[28];  
    assign sum2[13] = mul1[29] + mul1[30];  
    assign sum2[14] = mul1[31] + mul1[32];  
    assign sum2[15] = mul1[33] + mul1[34];  
    assign sum2[16] = mul1[36] + mul1[37];  
    assign sum2[17] = mul1[38] + mul1[39];  
    assign sum2[18] = mul1[40] + mul1[41];  
    assign sum2[19] = mul1[42] + mul1[43];  
    assign sum2[20] = mul1[45] + mul1[46];  
    assign sum2[21] = mul1[47] + mul1[48];  
    assign sum2[22] = mul1[49] + mul1[50];  
    assign sum2[23] = mul1[51] + mul1[52];  
    assign sum2[24] = mul1[54] + mul1[55];  
    assign sum2[25] = mul1[56] + mul1[57];  
    assign sum2[26] = mul1[58] + mul1[59];  
    assign sum2[27] = mul1[60] + mul1[61];  
    assign sum2[28] = mul1[63] + mul1[64];  
    assign sum2[29] = mul1[65] + mul1[66];  
    assign sum2[30] = mul1[67] + mul1[68];  
    assign sum2[31] = mul1[69] + mul1[70];  
    genvar m;
    generate 
        for (m = 0; m < 16; m = m + 1) begin : gen_sum4
            assign sum4[m] = sum2[m*2] + sum2[m*2 + 1];  
        end
        for (m = 0; m < 8; m = m + 1) begin : gen_sum8
            assign sum8[m] = sum4[m*2] + sum4[m*2 + 1];  
        end
    endgenerate
    always @(posedge clk) begin
        sum9[0] <= sum8[0] + mul1[8];  
        sum9[1] <= sum8[1] + mul1[17];  
        sum9[2] <= sum8[2] + mul1[26];  
        sum9[3] <= sum8[3] + mul1[35];  
        sum9[4] <= sum8[4] + mul1[44];  
        sum9[5] <= sum8[5] + mul1[53];  
        sum9[6] <= sum8[6] + mul1[62];  
        sum9[7] <= sum8[7] + mul1[71];  
    end
    genvar j;
    wire [7:0] clipped_conv1 [0:7];
    generate
        for (j = 0; j < 8; j = j + 1) begin : gen_clipped_conv1
            assign clipped_conv1[j] = (sum9[j][18]) ? 8'd0 : 
                                      (sum9[j][17:10] > 8'd127) ? 8'd127 : sum9[j][17:10];  
        end
    endgenerate
    assign dout1 = {clipped_conv1[7], clipped_conv1[6], clipped_conv1[5], clipped_conv1[4],
                    clipped_conv1[3], clipped_conv1[2], clipped_conv1[1], clipped_conv1[0]};  
    wire signed [19:0] sum18 [0:3];
    wire signed [20:0] sum36 [0:1];
    reg  signed [21:0] sum72;
    reg         [7:0]  clipped_conv2;
    assign sum18[0] = sum9[0] + sum9[1];  
    assign sum18[1] = sum9[2] + sum9[3];  
    assign sum18[2] = sum9[4] + sum9[5];  
    assign sum18[3] = sum9[6] + sum9[7];  
    assign sum36[0] = sum18[0] + sum18[1];  
    assign sum36[1] = sum18[2] + sum18[3];  
    always @(posedge clk) begin
        sum72 <= sum36[0] + sum36[1];  
        clipped_conv2 <= (sum72[21]) ? 8'd0 : 
                         (sum72[20:10] > 11'd127) ? 8'd127 : sum72[17:10];  
    end
    assign dout2 = clipped_conv2;  
    assign dout3 = sum72;  
endmodule
```
==> flow_metrics.env <==
# source this file to load flow results
export IMPL_cp_cell_sequence="fa_1 -> fa_1 -> inv_1 -> fa_1 -> fa_1 -> inv_1 -> ha_1 -> inv_1 -> fa_1 -> nand2b_1 -> a21oi_1 -> o311a_1 -> a31oi_1 -> or4b_1 -> o2111ai_1 -> buf_4"
export IMPL_io_buffers=1242
export IMPL_post_dp_hpwl_microns=613000
export IMPL_syn_inst=24376
export IMPL_crit_top_cell="fa_1"
export IMPL_die_area_sq_mm=0.819
export IMPL_end_kind="flop"
export IMPL_ys_area_sq_mm=0.245
export IMPL_vias=157201
export IMPL_rows=331
export IMPL_yosysCellCount=24376
export IMPL_root_buffer="clkbuf_16"
export IMPL_top_area_cell="fa_1"
export IMPL_drive_gt1_frac=0.0308
export IMPL_topCellsByArea="fa_1 (39%), dfxtp_1 (20%), ha_1 (11%)"
export IMPL_synth_flops=2419
export IMPL_syn_area_per_cell_sq_um=10.0
export IMPL_yosysWarnings=3
export IMPL_die_w_microns=905
export IMPL_clockBufferDepth=4
export IMPL_critPathMaxStageDelay_ps=550
export IMPL_final_min_clock_period_ps=5000
export IMPL_syn2layout_area_growth_pct=15.4
export IMPL_routed_wl_microns=696000
export IMPL_tightest_slew_ps=1050
export IMPL_crit_fanout=3
export IMPL_synth_async_reset_ratio=0
export IMPL_grt_ovfl_total=0
export IMPL_fp_util=0.301
export IMPL_grt_max_degree=15
export IMPL_edf_count=0
export IMPL_first_iter_violations=5753
export IMPL_top_area_frac=0.386
export IMPL_fillerInstances=79837
export IMPL_critPathSlowestCell="fa_1"
export IMPL_ant_nets=0
export IMPL_first_pass_iters=5
export IMPL_cp_top_family="adder cells"
export IMPL_hold_violations=0
export IMPL_crit_arrival_ps=5960
export IMPL_cap_violations=0
export IMPL_ys_seq_frac=0.198
export IMPL_setup_viol_count_final=0
export IMPL_cts_inserted_buffers=313
export IMPL_antenna_found_initial=188
export IMPL_vias_per_cell=4.24
export IMPL_pin_count=1251
export IMPL_clkSlewWorstSetupHoldPaths_ps=70
export IMPL_hold_path_class="flop to flop"
export IMPL_grt_pass1_wl_microns=1070000
export IMPL_clkSinkCount=2419
export IMPL_grt_pass1_vias=170029
export IMPL_path_buffers=4
export IMPL_cts_resized=0
export IMPL_hold_buffers=0
export IMPL_layout_top_cell="inv_1"
export IMPL_start_kind="flop"
export IMPL_syn_area_sq_mm=0.245
export IMPL_drc_errors=0
export IMPL_crit_required_ps=9950
export IMPL_fin_tns_setup_ps=0
export IMPL_gp_congestion=0.968
export IMPL_cts_tree="done"
export IMPL_status="completed"
export IMPL_synth_cell_type_count=71
export IMPL_htreeDepth=5
export IMPL_clock_latency_ps=1000
export IMPL_core_area_sq_mm=0.813
export IMPL_drv_slew=0
export IMPL_wl_per_cell_microns=18.8
export IMPL_warnings=27
export IMPL_slew_headroom=0.295
export IMPL_crit_type="flop to flop"
export IMPL_skew_ps=79.4
export IMPL_finalCritPeriodShare=0.556
export IMPL_mostFrequentLayoutCells="inv_1 (6306), fa_1 (4725), dfxtp_1 (2419), and2_1 (2355), ha_1 (2118)"
export IMPL_post_cts_buffers=0
export IMPL_fp_dieH_microns=905
export IMPL_grt_util_all_layers=0.183
export IMPL_rsz0062_at_grt="no"
export IMPL_ys_dominant_reg_cell="dfxtp_1"
export IMPL_fmax_mhz=200
export IMPL_largest_register_ffs=1080
cells in the mapped netlist, types with 34 or more instances:
library cell and number:
dfxtp_1 2419, or2_2 34, o31a_1 40, o211ai_1 81, o31ai_1 42, inv_1 6306, nor2b_1 355, a21o_1 125
a31o_2 63, o21a_1 88, a21oi_1 423, nand2b_1 324, nand2_1 2034, a31oi_1 47, o41ai_1 38, fa_1 4725
and2_1 2355, ha_1 2118, nor3_1 193, nor2_1 537, clkbuf_1 175, xor2_1 215, o21ai_0 283, xnor2_1 1116
final timing paths:
path	from	end	slack, ps	cells past startpoint
max	mul1[33][2]$_DFF_P_	sum9[3][14]$_DFF_P_	4000	16
max reg2reg	mul1[33][2]$_DFF_P_	sum9[3][14]$_DFF_P_	4000	16
min reg2reg	shift1$_DFF_P_	shift2$_DFF_P_	330	0
min	shift1$_DFF_P_	shift2$_DFF_P_	330	0
metal layers:
| metal | routed length, microns | part of all wire | up-vias | GRT usage |
|---|---|---|---|---|
| met5 | 691 | 0.00099 | - | 0 |
| met4 | 30800 | 0.044 | 102 | 0.0597 |
| met3 | 65700 | 0.094 | 933 | 0.0733 |
| met2 | 318000 | 0.46 | 3869 | 0.281 |
| met1 | 280000 | 0.40 | 77580 | 0.243 |
| li1 | - | - | 74717 | - |
area by class of cell:
type,instances,area [sq um],share of cell area
Clock inverter,196,2550,0.00902
Clock buffer,375,8400,0.0297
Multi-Input combinational cell,15472,172000,0.609
Sequential cell,2419,48400,0.171
Timing Repair Buffer,1383,13500,0.0478
Inverter,6309,23700,0.0839
Antenna cell,104,260,0.000922
Tap cell,10822,13500,0.0480
logic make-up (layout without fill, tap and decap cells):
kind of cell	count (synthesis)	after routing	share of synthesized area
xor+xnor	1331	1331	0.0476
other cells	1	113	0.0000153
simple gates	5944	5944	0.125
flops	2419	2419	0.198
compound gates	1341	1341	0.0350
buf+inv	6493	8263	0.0997
mux	4	4	0.000164
fa+ha+maj	6843	6843	0.495
per-stage QoR:
stage	area (sq um)	hold WS, ps	instances	setup WS, ps	utilization
finish	282000	325	37080	4000	0.348
global route	282000	345	37044	3770	0.347
CTS	282000	327	36976	3950	0.347
detailed placement	271000	314	36405	4050	0.334
global placement	271000	313	36405	4040	0.334
floorplan	245000	310	24384	4550	-
